==> design/flow/constraint.sdc <==
current_design knight_life

set clk_period 2.7
set clk_io_pct 0.2

create_clock -name clk0 -period $clk_period [get_ports {clock}]

set non_clock_inputs [all_inputs -no_clocks]
set_input_delay [expr $clk_period * $clk_io_pct] -clock clk0 $non_clock_inputs
set_output_delay [expr $clk_period * $clk_io_pct] -clock clk0 [all_outputs]
==> design/flow/run.sh <==
#!/bin/bash
# OpenROAD 26Q1-2900-gdf79404cd8, Yosys 0.63+post, stock flow scripts
make -C /OpenROAD-flow-scripts/flow DESIGN_CONFIG=/design/flow/config.mk WORK_HOME=/design/flow/orfs finish
==> design/flow/config.mk <==
export PLATFORM = sky130hd
export DESIGN_NAME = knight_life
export DESIGN_NICKNAME = knight_life
export VERILOG_FILES = /design/flow/design.v
export SDC_FILE = /design/flow/constraint.sdc
export NUM_CORES = 4
export LEC_CHECK = 1
export CORE_AREA = 10 10 70 70
export DIE_AREA = 0 0 80 80
==> design/flow/design.v <==
typedef enum logic [2:0]
{
  S0 = 3'b000,
  S1 = 3'b001,
  S2 = 3'b010,
  S3 = 3'b011,
  S4 = 3'b100
} state_t;
module knight_life(
  input logic adventure,
  input logic courage,
  input logic sword_sharpened,
  input logic dragon,
  input logic clock,
  output logic quest_over
);
state_t present_state, next_state;  
	always_comb
		begin
			next_state = present_state;
            case(present_state)
              S0: if (adventure)
              next_state = S1;
              S1: if (sword_sharpened)
              next_state = S2;
              S2: if (courage)
              next_state = state_t'(dragon ? S3 : S2);
              else
              next_state = S0;
              S3: if (dragon) next_state = S2;
              else next_state = S4;
              S4: next_state = S4;
              default: next_state = S0;
			endcase
		end
	always_comb
		begin
			quest_over = (present_state == S4);
		end
	always_ff @(posedge clock)
	begin
		present_state <= next_state;
	end
endmodule
==> out/qor.csv <==
metric,value,unit
internal_power,0.000196,W
regMostFlops,present_state,
hold_violations,0,
track_usage,1.39,%
hp-class,flop to flop,
ys_seq_share,50.7,%
root_buffer,clkbuf_4,
first_global_vias,163,
grt_max_degree,6,
grt-ovfl-total,0,
p_sw,0.0000820,W
dr.pass1.iters,2,
fin_crit,1960,ps
ys_cells,16,
cpPeakStageDelay,510,ps
num_antenna_cells,0,
largest_reg_flops,3,
rsz0062_at_grt,no,
critPathLaunchType,flop,
place_ws,962,ps
postCtsSetupBuffers,0,
port_buffers,5,
swShare,29.5,%
synthDominantCellAreaShare,50.7,%
area_growth,75.4,%
top_regs,present_state: 3 flops,
cts_max_level,1,
gp_congestion,0.596,
layout_setup_ws,738,ps
worstPathArrival,1420,ps
cts_hold_repair.buffers,0,
warnings,25,
status,"finished, final reports clean",
crit_slowest_cell,clkdlybuf4s50_1,
netlist_area,178,µm²
clkTransAtPathRegs,40,ps
clockBufferDepth,2,
p_per_area,893,nW/µm²
die-area,6400,µm²
via_per_inst,2.11,
fin_tns_setup,0,ps
finClkSkew,1.12,ps
pin_count,6,
synth_cell_types,12,
yosysTopAreaCell,edfxtp_1,
path_class,flop to primary output,
dieWidth,80,µm
wirelength,393,µm
cp-end-kind,primary output,
synth_flops,3,
layout-drive-gt1-share,24.0,%
antenna_found_initial,0,
p_seq_share,40.9,%
fin_crit_sh,72.6,%
cap_violations,0,
p_leak,0.103,nW
clock_latency,230,ps
drcViolationCount,0,
synth-area-yosys,178,µm²
slew-limit-headroom,87.7,%
fp_util,5.20,%
area_leaders,"edfxtp_1 (51%), nor2b_4 (7.7%), nor3b_2 (7.0%)",
rows,21,
cts_resized,0,
yosysWarnings,1,
nFillCells,400,
cts_tree,yes,
route.vias.total,150,
avgSynthCellArea,11.1,µm²
dieHeight,80,µm
path_cells,nor3b_2 > clkdlybuf4s50_1,
combPwrFrac,30.9,%
cts_sinks,3,
grt_first_pass_wirelength,676,µm
setup-violations-final,0,
drt_iter0_markers,2,
wl_per_cell,5.54,µm
cts_buffers,3,
slew_violations,0,
synthCells,16,
clkPwrFrac,28.1,%
design.core.area,3420,µm²
final_antenna_net_count,0,
hpwl,333,µm
clock.fmax,0.510,GHz
crit_required,2160,ps
irDropWorstVdd,0.208,mV
critPathMaxFanout,5,
tightest_slew,185,ps
power groups by stage:
stage | sequential, W | clock (W) | combinational [W]
4_1_cts | 0.000114 | 0.0000822 | 0.0000887
5_1_grt | 0.000118 | 0.0000897 | 0.000100
6_report | 0.000114 | 0.0000783 | 0.0000861
cell type report:
type,instances,area [µm²],area share (%)
Sequential cell,3,90.1,28.9
Tap cell,46,57.6,18.5
Multi-Input combinational cell,12,83.8,26.9
Timing Repair Buffer,5,50.0,16.1
Clock buffer,4,26.3,8.43
Inverter,1,3.75,1.20
final timing paths:
| path | from | cells past startpoint | slack [ps] | end |
|---|---|---|---|---|
| setup / recovery | present_state[0] | 2 | 740 | quest_over |
| setup reg to reg | present_state[1] | 2 | 1600 | present_state[2] |
| hold / removal | present_state[1] | 1 | 680 | present_state[0] |
| hold reg to reg | present_state[1] | 1 | 680 | present_state[0] |
worst max-delay path, delay by kind of cell, from the launching register on:
kind | cells | cell delay, ps
buffers and inverters | 1 | 510
and+or+nand+nor | 1 | 230
DFF | 1 | 450
metal layers:
metal  share of wire (%)  track usage (%)  vias to the layer above
li1                    -                -                       77
met1                  44             1.41                       63
met2                  40             1.77                        8
met3                  13             1.36                        2
met4                 2.0            0.880                        0
met5                   0                0                        -
synthesized netlist by cell type:
cell type	count
a21oi_1	1
a31o_2	1
edfxtp_1	3
inv_1	1
mux2i_1	1
nand2_1	3
nand2b_1	1
nor2_1	1
nor2b_4	1
nor3b_2	1
o22ai_1	1
or2_1	1
cell families (layout without fill, tap and decap cells):
family / Yosys count / count (layout) / synth area share [%]
AND/OR/NAND/NOR: 8 / 8 / 30.3
AND-OR/OR-AND: 3 / 3 / 11.3
multiplexers: 1 / 1 / 5.63
buffers and inverters: 1 / 10 / 2.11
flip-flops: 3 / 3 / 50.7
through the flow:
stage	hold WS [ps]	cell area [µm²]	total power (W)	util, %	cells
finish	677	312	0.000278	9.12	71
global route	720	312	0.000308	9.12	71
CTS	679	312	0.000285	9.12	71
floorplan	630	178	0.000171	-	16
detailed placement	672	285	0.000203	8.35	67
global placement	674	285	0.000201	8.35	67
cell usage in the layout, fill, tap and decap left out, drive strengths merged:
| cell | count |
|---|---|
| clkdlybuf4s50 | 5 |
| clkbuf | 4 |
| nand2 | 3 |
| edfxtp | 3 |
| nor2b | 1 |
| nand2b | 1 |
| or2 | 1 |
| o22ai | 1 |
| a21oi | 1 |
| nor3b | 1 |
| inv | 1 |
| a31o | 1 |
| nor2 | 1 |
| mux2i | 1 |
Power figures rest on the tool's default switching activity, not on a simulated workload.
