[flow/design.v]
module decoder_2to4 (
    input  logic [1:0] in,
    output logic [3:0] out
);
    always_comb begin
        out = 4'b0000;
        case (in)
            2'b00: out = 4'b0001;  
            2'b01: out = 4'b0010;  
            2'b10: out = 4'b0100;  
            2'b11: out = 4'b1000;  
            default: out = 4'b0000;
        endcase
    end
endmodule
module mode_mux (
    input  logic [1:0] op_code,
    input  logic [3:0] coord_x,
    input  logic [3:0] coord_y,
    input  logic [2:0] angle,
    output logic signed [4:0] mux_out  
);
    always_comb begin
        case (op_code)
          2'b00: mux_out = $signed({coord_x[3], coord_x});  
          2'b01: mux_out = $signed({coord_y[3], coord_y});  
          2'b10: mux_out = $signed({2'b00, angle});  
          2'b11: mux_out = $signed(5'd10);  
            default: mux_out = 5'sd0;
        endcase
    end
endmodule
module signed_adder (
  	input  logic signed [4:0] a,
    input  logic signed [4:0] b,  
    output logic signed [4:0] sum 
);
    always_comb begin
        sum = a + b;
    end
endmodule
module control_arm (
    input  logic         clk,
    input  logic         rst_n,
    input  logic [1:0]   op_code,    
    input  logic [3:0]   coord_x,
    input  logic [3:0]   coord_y,
    input  logic [2:0]   angle,
    output logic [7:0]   motor_ctrl, 
    output logic signed [4:0] position 
);
    logic [3:0] decoder_out;
    logic signed [4:0] mux_out;
    logic signed [4:0] coord_x_s; 
    logic signed [4:0] sum_out;
    decoder_2to4 u_dec(
      .in(op_code), 
      .out(decoder_out)
    );
    mode_mux u_mux(
      .op_code(op_code), 
      .coord_x(coord_x), 
      .coord_y(coord_y), 
      .angle(angle), 
      .mux_out(mux_out)
    );
    always_comb coord_x_s = $signed({coord_x[3], coord_x});
    signed_adder u_adder(
      .a(mux_out), 
      .b(coord_x_s), 
      .sum(sum_out)
    );
    always_ff @(posedge clk or negedge rst_n) begin
        if (!rst_n) begin
            position <= 5'sd0;
        end else begin
            position <= sum_out;
        end
    end
    always_comb begin
        motor_ctrl = 8'd0;
        motor_ctrl[5]    = decoder_out[1];
        motor_ctrl[3]    = decoder_out[1]; 
        motor_ctrl[4]    = decoder_out[2]; 
        motor_ctrl[2]    = decoder_out[0]; 
        motor_ctrl[1]    = decoder_out[3]; 
        motor_ctrl[0]    = decoder_out[2]; 
    end
endmodule
[flow/run.sh]
#!/bin/bash
# OpenROAD 26Q1-2900-gdf79404cd8, Yosys 0.63+post, stock flow scripts
make -C /OpenROAD-flow-scripts/flow DESIGN_CONFIG=/design/flow/config.mk WORK_HOME=/design/flow/orfs finish
[flow/config.mk]
export PLATFORM = sky130hd
export DESIGN_NAME = control_arm
export DESIGN_NICKNAME = control_arm
export VERILOG_FILES = /design/flow/design.v
export SDC_FILE = /design/flow/constraint.sdc
export NUM_CORES = 4
export LEC_CHECK = 1
export CORE_AREA = 10 10 70 70
export DIE_AREA = 0 0 80 80
[flow/constraint.sdc]
current_design control_arm

set clk_period 1.0
set clk_io_pct 0.2

create_clock -name clk0 -period $clk_period [get_ports {clk}]

set non_clock_inputs [all_inputs -no_clocks]
set_input_delay [expr $clk_period * $clk_io_pct] -clock clk0 $non_clock_inputs
set_output_delay [expr $clk_period * $clk_io_pct] -clock clk0 [all_outputs]
==> summary.txt <==
Implementation summary

The number of antenna-violating nets in the routed design is 0. The number of antenna violations at the first check in global routing was 0. The first global-routing pass estimated 2.33 mm of wire.

The final period demand of the worst path is 1420 ps. After detailed routing, the number of remaining DRC violations is 0. The top-level port count is 28. The worst-path maximum fanout is 6. The area taken by multi-input logic gates is 347 sq um.

The gate-level netlist out of Yosys references 23 unique cell types. The number of instances in the synthesized netlist is 42. TritonCTS built the clock tree.

Setup slack on the worst path after placement came out at -1250 ps. The maximum number of buffers from clock root to sink is 2. Per the layout area report, the register area comes to 125 sq um. For this run, the chip area from Yosys synthesis comes to 438 sq um. The die area is 6400 sq um. The launching element of the worst setup path is op_code[1].

The data required time reported for the critical path is 1180 ps. The count of fill cells added during filler insertion is 360. The HPWL after detailed placement is 1.12 mm.

The worst setup margin is -416 ps. The stage delay of the slowest cell on the critical path is 360 ps. Setup repair after global routing could not meet its margin everywhere. The adder-cell area share of the yosys netlist is 16.0%.

For this design, the CTS-stage hold fixing added 0 buffers. Yosys mapped a number of flops with a built-in enable equal to 0. The width of the die is 80 microns. The number of synthesized register bits is 5. The clock transition time at the flip-flop clock pins of the worst setup and hold paths is 50 ps. Entering global routing, the biggest net connects 7 pins. Leaving out fill and tap cells, the most frequent cells in the layout are sky130_fd_sc_hd__buf_4, sky130_fd_sc_hd__buf_6, sky130_fd_sc_hd__clkbuf_2.

The biggest combinational cell group after synthesis is AND-OR/OR-AND gates. The registers reported with the highest flop counts are position x5. The first TritonRoute pass finished after 2 iterations. The area of the placeable core is 3420 sq um. The via count of the first global-routing pass is 486. The overall global routing resource usage is 4.37%.

The cell accounting for the most synthesized area is sky130_fd_sc_hd__dfrtp_1. CTS added clock buffers totalling 3. The leakage component of the power is 0.454 nW. The area fraction in and, or, nand and nor cells after synthesis is 16.0%. Routability-driven placement finished with a final weighted congestion of 0.805. OpenROAD reports that the post-layout worst path occupies 142% of the period.

The count of input and output buffers is 25. Row generation in the floorplan step produced 21 rows. The maximum clock frequency is 0.706 GHz.

In this run the number of H-tree levels came out at 1. Looking at the cell usage after synthesis, the top flip-flop cell is sky130_fd_sc_hd__dfrtp_1. The critical path arrival is 1590 ps. Per STA, the worst path is made up of buf_12, mux2i_2, o21ai_2, ha_2, fa_2, a21o_1, a21oi_2, xor2_1. The stage-log warning count is 28.

The violation tally recorded at the end of detailed-routing iteration 0 is 31. For reference, the top cells by area after synthesis are sky130_fd_sc_hd__dfrtp_1, sky130_fd_sc_hd__ha_1, sky130_fd_sc_hd__buf_4. STA reports the tightest min-delay check as being of type in2async. The global route total overflow is 0. Of the total synthesized cell area, the portion taken by AND-OR and OR-AND cells is 17.7%. After detailed routing, the average wire length per cell comes to 11.1 microns.

The number of flip-flops under the largest register name is 5. The number of cells reported by Yosys stat comes to 42. The max-capacitance violation count is 0. The kind of end point of the critical path is a flop. The share of synthesized area in the top cell type comes to 28.6%. Cells with a size suffix above 1 make up 62.8% of the layout. Detailed placement reports a standard cell area of 803 sq um. Total power normalized to cell area comes to 943 nW/um^2. The checks that failed: setup timing. The worst setup path is launched from a primary input.

The area of all placed cells without fillers is 940 sq um. The final-report hold violation count is 0. The design draws 0.886 mW. The vertical die dimension is 80 microns.

The flow ran to the end, but the final reports show violations. The final tally of setup violations is 5. The largest vdd supply drop is 0.000305 V. On the critical path, the stage with the largest delay is an instance of sky130_fd_sc_hd__fa_2. The routed design shows a via density per instance of 3.50. The cell chosen for the clock root is sky130_fd_sc_hd__clkbuf_4. The number of sinks handled by clock tree synthesis is 5. The critical path class is in2reg. The post-synthesis share of cell area spent on xor and xnor gates is 6.00%. The area fraction in mux cells is 4.57%.

The average instance in the mapped netlist occupies 10.4 sq um. The sequential cell area fraction in the yosys report is 28.6%. In this run the cell area of the synthesized design comes to 438 sq um.

The total wire length is 1.46 mm. In this run the layout overhead on the synthesized area is reported as 115%. Counting flops per register, the top entry is position. The Yosys warning count is 4. Leaving out fill and tap cells, the most frequent cell in the layout is sky130_fd_sc_hd__buf_4. For this run, the script counts the antenna cells in the layout as 0. The detailed router placed 462 vias in this run. Counting flops with an async set or reset pin after synthesis yields a share of 100%. The effective utilization at floorplan is 12.8%. The max-slew violation count is 0.
==> power by group <==
| group | switching [mW] | internal, mW | total, mW |
|---|---|---|---|
| registers | 0.0101 | 0.245 | 0.255 |
| clock network | 0.0915 | 0.151 | 0.243 |
| logic | 0.140 | 0.248 | 0.388 |
==> cell usage after synthesis (all sizes together) (2+ instances only) <==
library cell  n
ha            4
buf           5
o21ai         3
mux2i         2
xor2          2
nand2         2
dfrtp         5
a21oi         3
nor2b         3
a21o          2
==> stage by stage <==
stage               util (%)  hold slack [ps]  cells  TNS (ps)
floorplan                  -            -95.6     43     -1760
global placement        23.5              435    120     -9180
detailed placement      23.5              434    120     -9490
CTS                     27.8              175    131     -1180
global route            27.5              172    132     -1490
finish                  27.5              162    132     -1260
==> routing by layer <==
metal  global-route usage (%)  up-vias  routed length (microns)  part of all wire [%]
met5                        0        -                        0                     0
met4                     1.23        0                       42                   2.9
met3                     2.50        4                      208                    14
met2                     5.06       25                      524                    36
met1                     6.47      206                      685                    47
li1                         -      227                        -                     -
==> worst max-delay path, delay by kind of cell <==
kind	cells	cell delay, ps
adder cells (fa/ha/maj)	2	540
AND-OR/OR-AND	3	410
multiplexers	1	210
XOR/XNOR	1	140
buffers and inverters	1	90
==> final timing paths <==
kind / endpoint / slack [ps]
setup / recovery: position[4] / -420
min in group clk0: position[0] / 250
max in group asynchronous: position[1] / 650
hold / removal: position[0] / 160
==> repair_timing <==
| item | in CTS | in global routing |
|---|---|---|
| setup buffers | 7 | 2 |
| endpoints found under the setup margin | 16 | 12 |
| pin swaps | 15 | 4 |
| resized | 77 | 10 |
==> area by class of cell <==
type	instances	share of cell area [%]
Clock buffer	4	2.80
Inverter	1	0.399
Multi-Input combinational cell	32	36.9
Sequential cell	5	13.3
Tap cell	46	6.13
Timing Repair Buffer	44	40.5
==> cells by family (layout without fill, tap and decap cells) <==
kind of cell,after synthesis,in the layout
AND-OR/OR-AND,11,11
XOR/XNOR,3,3
adder cells (fa/ha/maj),5,5
buffers and inverters,6,49
flip-flops,5,5
multiplexers,2,2
other,1,2
AND/OR/NAND/NOR,9,9
Power is estimated from default activity; no workload was simulated.
