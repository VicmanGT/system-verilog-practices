==> design.v <==
module full_adder(a, b, cin, s, cout);
  input a, b, cin;  
  output s, cout;  
  assign s = a^b^cin;
  assign cout = (a&b) | (a&cin) | (b&cin);
endmodule 
module RCA(p, q, cin, r);
  input [4:0] p,q;  
  output [5:0] r;  
  input cin;
  wire [3:0] carry;  
  full_adder fa0(p[0], q[0], cin, r[0], carry[0]);
  full_adder fa1(p[1], q[1], carry[0], r[1], carry[1]);
  full_adder fa2(p[2], q[2], carry[1], r[2], carry[2]);
  full_adder fa3(p[3], q[3], carry[2], r[3], carry[3]);
  full_adder fa4(p[4], q[4], carry[3], r[4], r[5]);
endmodule 
==> run.sh <==
#!/bin/bash
# OpenROAD 26Q1-2900-gdf79404cd8, Yosys 0.63+post, stock flow scripts
make -C /OpenROAD-flow-scripts/flow DESIGN_CONFIG=/design/flow/config.mk WORK_HOME=/design/flow/orfs finish
==> config.mk <==
export PLATFORM = sky130hd
export DESIGN_NAME = RCA
export DESIGN_NICKNAME = RCA
export VERILOG_FILES = /design/flow/design.v
export SDC_FILE = /design/flow/constraint.sdc
export NUM_CORES = 4
export LEC_CHECK = 1
export CORE_AREA = 10 10 70 70
export DIE_AREA = 0 0 80 80
==> constraint.sdc <==
current_design RCA

set clk_period 3.6
set clk_io_pct 0.2

create_clock -name clk0 -period $clk_period

set non_clock_inputs [all_inputs -no_clocks]
set_input_delay [expr $clk_period * $clk_io_pct] -clock clk0 $non_clock_inputs
set_output_delay [expr $clk_period * $clk_io_pct] -clock clk0 [all_outputs]
==> deck_impl_summary.md <==
Flow Results at a Glance

Synthesis
  – Synth warn: 0
  – Main kind of combinational logic by area: adder cells
  – Distinct cell type count of the synthesized netlist: 3
  – Post-synthesis average cell area: 8.699 um2
  – Post-synthesis share of cell area spent on and, or, nand and nor gates: 0%
  – Number of instances in the synthesized netlist: 21
  – Xor-xnor portion of the synthesized cell area: 0%
  – Netlist Area Pre-Place: between 150 and 200 um2
  – Sequential-to-total area share from yosys stat: 0%
  – Number of cell instances after yosys synthesis: 21
  – Area share of fa/ha/maj cells after synthesis: roughly 55%
  – And-or/or-and share of the synthesized area: 0%
  – Area of the synthesized netlist per yosys stat: 182.7 um2
  – Multiplexer share of the synthesized area: 0%

Global routing
  – Wire length of the first global-routing pass: 807 um
  – Total routing usage reported by global routing: about 1.6%
  – Vias in the first global route: about 160
  – Total gr overflow: 0
  – Largest net degree at the start of global routing: 2
  – Antenna violations before repair: 0

STA
  – Slew HR: 93.39%
  – Min Tclk post-route: between 3000 and 4000 ps
  – Maximum frequency from static timing analysis: roughly 290 MHz
  – Hold Worst Slack: approximately 2200 ps
  – Final Cycle Share: approximately 97%
  – Setup-violating endpoint count in the final report: 0
  – RSZ-0062 raised after global routing: false
  – Count of pins over their slew limit: 0
  – Worst slew pin tran: 98.83 ps
  – Final hold violations: 0

Worst hold path
  – Hold WC Path Type: primary input to output pin

Routing
  – Drc violations: 0
  – Wirelength, routed: 560 um
  – Remaining antenna violation count: 0
  – Vias: about 140
  – First-pass detailed-route iteration total: 1
  – Diodes inserted: 0
  – Iteration-0 DRC Markers: 0
  – Routed wirelength normalized by instance count: 7.179 um
  – Drt via density: around 1.8

Setup path
  – Most used cell, CP: sky130_fd_sc_hd__fa_2
  – Ordered list of cells on the worst path: buf_2 > inv_2 > fa_2 > inv_2 > fa_2 > fa_2 > fa_2 > inv_2 > fa_2 > inv_1 > buf_2
  – Required time of the critical path: 2880 ps
  – Slowest stage delay, CP: 420 ps
  – Path type of the worst setup path: primary input to output pin
  – Max FO, Critical Path: 1
  – Slowest stage cell, crit path: sky130_fd_sc_hd__fa_2
  – Kind of launch point of the worst setup path: primary input
  – Data arrival time of the critical path: 2770 ps
  – Kind of end point of the critical path: output pin

Pwr
  – NetSw: between 15 and 20 uW
  – Switch share: 34.74%
  – Total power divided by cell area: 128.9 nW/um2
  – Total Power: approximately 45 uW
  – Lkg Pwr: 0.1522 nW
  – Logic gate share of total power: around 100%
  – Internal power contribution: 29.68 uW
  – Share of power burned in registers: 0%
  – Peak VDD IR: approximately 0.000033 V
  – Share of total power in the clock network: 0%

Status
  – Outcome: finished clean

Layout
  – Number of clock buffer instances in the layout: 0
  – Layout-stage area growth over the synthesis result: 93.15%
  – Combined area of the multi-input logic cells: between 100 and 150 um2
  – Tally of filler cells in the layout: about 400
  – Leading cell type in the layout, fill and taps excluded: sky130_fd_sc_hd__clkdlybuf4s50_1
  – Area taken by flip-flops and latches: 0 um2
  – Proportion of layout cells with a drive suffix above 1: between 40 and 50%
  – Most frequent cells in the layout: sky130_fd_sc_hd__clkdlybuf4s50_1 (9), sky130_fd_sc_hd__inv_1 (5), sky130_fd_sc_hd__inv_2 (5), sky130_fd_sc_hd__fa_2 (5)
  – Flop count: 0

Floorplan
  – Site Rows: 21
  – IO Count: 17
  – DIE AREA: around 6400 um2
  – Chip Height: about 80 um
  – Standard cell core area: 3416 um2
  – Effective utilization at floorplan: under 10%
  – Width of the die: roughly 80 um

Run
  – Tool warnings: 32
  – Max capacitance violation total: 0

Place
  – Port-buffer cells: 17
  – Global placer's final weighted congestion: 0.8163
  – Detail Placement HPWL: 548.4 um

Clock network
  – Setup fix buffers added after clock tree synthesis: 0
## final timing paths
| check | from | end | slack (ps) | cells after the start |
|---|---|---|---|---|
| setup / recovery | q[0] | r[4] | 110 | 11 |
| hold / removal | cin | r[0] | 2210 | 5 |
## worst max-delay path: cells and delay by family
family                     cells  cell delay [ps]
adders and majority gates      5             1630
buffers and inverters          6              420
## logic make-up (layout without fill, tap and decap cells)
logic type / Yosys count / in the layout
fa+ha+maj: 5 / 5
buf+inv: 16 / 27
## metal layers
| metal | GRT usage (%) | wire length, um |
|---|---|---|
| met4 | 0 | 0 |
| met1 | 1.815 | 221 |
| met2 | 2.247 | 164 |
| met3 | 1.705 | 174 |
| met5 | 0 | 0 |
## synthesized netlist by cell type, drive strengths merged
cell type	instances	area [um2]
buf	6	45.04
fa	5	100.1
inv	10	37.54
## cell type report
class | instances | share of cell area (%)
repair buffers | 17 | 41.13
multi-input cells | 5 | 31.91
well taps | 46 | 16.31
inverters | 10 | 10.64
## stage by stage
step / utilization, % / setup WS, ps / setup TNS (ps) / cells / instance area, um2
2_1_floorplan: - / 203.4 / 0 / 21 / 182.7
3_3_place_gp: 10.70 / -735.8 / -1438 / 78 / 365.4
3_5_place_dp: 10.70 / -755.0 / -1476 / 78 / 365.4
4_1_cts: 10.33 / 3.501 / 0 / 78 / 352.8
5_1_grt: 10.33 / 5.462 / 0 / 78 / 352.8
6_report: 10.33 / 106.3 / 0 / 78 / 352.8
## power groups by stage
stage,Combinational [mW],Clock [mW],Sequential [mW]
CTS,0.0472,0,0
global route,0.0524,0,0
finish,0.0455,0,0
## timing repair
item | 4_1_cts | 5_1_grt
resized | 27 | 0
pin swaps | 5 | 3
endpoints found under the setup margin | 3 | 1
hold buffers | 0 | 0
hold endpoints to repair | 0 | 0
Power figures rest on the tool's default switching activity, not on a simulated workload.
